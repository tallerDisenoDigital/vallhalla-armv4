===== ./constraint.sdc =====
current_design ShiftRotationUnit

set clk_period 23.1
set clk_io_pct 0.2

create_clock -name clk0 -period $clk_period

set non_clock_inputs [all_inputs -no_clocks]
set_input_delay [expr $clk_period * $clk_io_pct] -clock clk0 $non_clock_inputs
set_output_delay [expr $clk_period * $clk_io_pct] -clock clk0 [all_outputs]

===== ./design.v =====
module ArithmeticShiftRight #(parameter bus = 32)
	(input logic [bus-1:0] a, b,output logic [bus-1:0] s);
	assign s = a >>> b;
endmodule
module Muxr #(parameter bus = 32) (input logic [bus-1:0] a,b,input sel,output logic [bus-1:0] s);
	assign s = sel? b:a;
endmodule
module Muxr4 #(parameter bus = 32) (input logic [bus-1:0] a,b,c,d,input[1:0] sel,output logic [bus-1:0] s);
	logic [bus-1:0] tmp1,tmp2;
	assign tmp1 = sel[0]?d:c;
	assign tmp2 = sel[0]?b:a;
	assign s = sel[1]? tmp1:tmp2;
endmodule
module RotationRight #(parameter bus = 32)
	(input logic [bus-1:0] a, b,output logic [bus-1:0] s);
	logic [bus-1:0] shift_value;
	assign shift_value = bus - b;
	assign s = (a >> b) | (a << shift_value);
endmodule
module RotationRightExtended #(parameter bus = 32)
	(input logic [bus-1:0] a, b,output logic [bus-1:0] s);
	assign s = a;
endmodule
module ShiftLeft #(parameter bus = 32)
	(input logic [bus-1:0] a, b,output logic [bus-1:0] s);
	assign s = a << b;
endmodule
module ShiftRight #(parameter bus = 32)
	(input logic [bus-1:0] a, b,output logic [bus-1:0] s);
	assign s = a >> b;
endmodule
module ShiftRotationUnit #(parameter bus = 32)
	(input logic [bus-1:0] a, b, input logic ROTTYPE, input logic [1:0] SHIFTFUN, output logic [bus-1:0] s);
	logic [bus-1:0] lsl,lsr,asr,ror,rrx,rot;
	ShiftLeft #(bus) _LSL(a,b,lsl);
	ShiftRight #(bus) _LSR(a,b,lsr);
	ArithmeticShiftRight #(bus) _ASR(a,b,asr);
	RotationRight #(bus) _ROR(a,b,ror);
	RotationRightExtended #(bus) _RRX(a,b,rrx);
	Muxr #(bus) _rot_select(rrx,ror,ROTTYPE,rot);
	Muxr4 #(bus) _shift_select(lsl,lsr,asr,rot,SHIFTFUN,s);
endmodule

===== ./run.sh =====
#!/bin/bash
# OpenROAD 26Q1-2900-gdf79404cd8, Yosys 0.63+post, stock flow scripts
make -C /OpenROAD-flow-scripts/flow DESIGN_CONFIG=/design/flow/config.mk WORK_HOME=/design/flow/orfs finish

===== ./config.mk =====
export PLATFORM = sky130hd
export DESIGN_NAME = ShiftRotationUnit
export DESIGN_NICKNAME = ShiftRotationUnit
export VERILOG_FILES = /design/flow/design.v
export SDC_FILE = /design/flow/constraint.sdc
export NUM_CORES = 4
export LEC_CHECK = 1
export CORE_UTILIZATION = 50

==> results.txt <==
P_int: 0.0698 mW
maximum clock rate: 71.2 MHz
Via density: 7.69
worst slew pin tran: 1040 ps
drt wl/cell: 26.4 um
Worst Path Arrival: 9420 ps
post-CTS setup buffer count: 0
chip area in the Yosys report: 5940 um^2
Top-area cell share: 0.197
routability cong.: 1.10
Post-CTS Resized: 0
first-pass GRT wire length: 41700 um
Final HPWL DP: 20400 um
Max transition margin: 0.302
total track usage: 0.453
status: finished clean
max-cap check violation count: 0
Area Growth Syn to Fin: 16.4%
IO Pins: 99
Sequential Area: 0 um^2
std cell rows: 39
minimum clock period: 14040 ps
Setup TNS: 0 ps
Seq/Total Area, Yosys: 0
antenna violations before repair: 2
RSZ-0062 raised after global routing: no
YS warnings: 0
CP max stage cell: clkdlybuf4s50_1
Vias: 7940
Yosys cell types: 78
Gate Count Post-Synth: 856
worst path buffer plus inverter count: 4
Hold EP: s[5]
crit-path cells: clkdlybuf4s50_1 -> buf_4 -> inv_2 -> ha_1 -> or4b_1 -> nand2_1 -> and4b_1 -> or4b_1 -> nor4_1 -> o211a_1 -> and2_1 -> a21boi_0 -> a2111oi_0 -> clkdlybuf4s50_1
post-layout util: 0.601
Min-Delay Startpoint: SHIFTFUN[1]
placed cell area: 6910 um^2
mean post-synth cell area: 6.94 um^2
crit-path max FO: 36
Final Hold Violation Tally: 0
# clk buffers: 0
# hold bufs at CTS: 0
initial drt markers: 1258
Setup crit end kind: output port
Worst Hold Class: in -> out
CP top delay family: simple AND/OR/NAND/NOR gates
Synth area leader: mux4_2
cycle use final: 0.608
Pins Over Slew Limit: 0
vias in the first global route: 7140
DRC: 0
grt ovf: 0
Post-Syn Area: 5940 um^2
CP Class: in -> out
Flop Count: 0
Die Size: 12300 um^2
Yosys Instances: 856
Die Width: 111 um
largest net degree at the start of global routing: 71
most numerous logic cells after layout: nand2_1 (108), clkdlybuf4s50_1 (96), nor2_1 (78)
Routed Antenna Nets: 0
Worst Path Required: 18480 ps
Worst VDD drop: 0.0191 mV
PD cells: 25.1 nW/um^2
max incr delay on CP: 530 ps
most numerous logic cell after layout: nand2_1
Leak: 2.40 nW
total power: 0.173 mW
hold depth: 4
PortBufs: 99
final wirelength: 27200 um
Core ar.: 11500 um^2
tool warnings: 33
share of post-route cells with drive strength above 1: 0.122
switching part of the total power: 0.597
crit start category: input pin
endpoints failing setup: 0
router iterations before antenna repair: 24
Chip Height: 111 um
Synth area leaders: mux4_2 (20%), mux2i_1 (7.9%), nand2_1 (6.8%), a21oi_1 (5.2%), nor2_1 (5.0%)
FP Util: 0.516
cell area after layout: 6920 um^2
Psw: 0.103 mW
==> power by group through the flow <==
stage	clock (mW)	combinational (mW)	sequential (mW)
5_1_grt	0	0.181	0
4_1_cts	0	0.165	0
==> routing by layer <==
layer / track usage / routed length, um
met1: 0.625 / 9730
met2: 0.648 / 11400
met3: 0.174 / 4630
met4: 0.181 / 1450
met5: 0 / 9
==> final cells by class <==
| class | instances | area (um^2) |
|---|---|---|
| diodes | 1 | 2.50 |
| fillers | 1031 | 4600 |
| inverters | 14 | 52.6 |
| multi-input cells | 757 | 5570 |
| well taps | 143 | 179 |
| repair buffers | 117 | 1110 |
==> how the worst max path moves through the flow <==
stage	start	endpoint	slack [ps]	depth (start not counted)
5_1_grt	b[1]	s[23]	8760	14
4_1_cts	b[1]	s[23]	9110	14
6_report	b[1]	s[23]	9060	14
==> logic make-up (layout without fill, tap and decap cells) <==
family                   Yosys count  after routing  synth area share
AND/OR/NAND/NOR                  359            359             0.300
AND-OR/OR-AND                    276            276             0.318
multiplexers                     112            112             0.301
buffers and inverters             99            131            0.0659
XOR/XNOR                           9              9            0.0133
adder cells (fa/ha/maj)            1              1           0.00211
other                              0              1                 0
==> cell usage after synthesis, types with 5 or more instances <==
library cell / instances
mux4_2: 52
o22ai_1: 24
o211a_1: 7
o211ai_1: 6
mux2i_1: 47
nor2_1: 79
o311a_1: 5
buf_1: 9
a211oi_1: 11
xnor2_1: 8
a31oi_1: 16
a221oi_1: 6
nor4_1: 16
and4_1: 5
buf_2: 6
nand3_1: 19
inv_1: 10
a2111oi_0: 5
o21ai_0: 44
and3_1: 13
clkbuf_1: 67
nor3_1: 34
o31ai_1: 14
mux2_2: 13
and2_1: 17
a2bb2oi_1: 7
a22oi_1: 6
or3_1: 15
a21oi_1: 62
nand4_1: 15
nand2_1: 108
nand2b_1: 8
or4_1: 9
==> through the flow <==
step                hold slack [ps]  setup WS [ps]  instances
finish                        10020           9060       1032
global route                  10070           8760       1031
CTS                           10010           9110       1031
detailed placement            10000           9110       1031
global placement              10000           9220       1031
floorplan                      9350           9890        856
==> tightest hold or removal path, delay by kind of cell <==
family	cells	cell delay (ps)
buffers and inverters	2	550
AOI/OAI and AO/OA	2	230
No activity file was given, so power comes from the tool's default toggle rates.

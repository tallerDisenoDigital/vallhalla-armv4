File: flow/config.mk
export PLATFORM = sky130hd
export DESIGN_NAME = ALU
export DESIGN_NICKNAME = ALU
export VERILOG_FILES = /design/flow/design.v
export SDC_FILE = /design/flow/constraint.sdc
export NUM_CORES = 4
export LEC_CHECK = 1
export CORE_AREA = 10 10 91 91
export DIE_AREA = 0 0 101 101
File: flow/run.sh
#!/bin/bash
# OpenROAD 26Q1-2900-gdf79404cd8, Yosys 0.63+post, stock flow scripts
make -C /OpenROAD-flow-scripts/flow DESIGN_CONFIG=/design/flow/config.mk WORK_HOME=/design/flow/orfs finish
File: flow/constraint.sdc
current_design ALU

set clk_period 9.1
set clk_io_pct 0.2

create_clock -name clk0 -period $clk_period

set non_clock_inputs [all_inputs -no_clocks]
set_input_delay [expr $clk_period * $clk_io_pct] -clock clk0 $non_clock_inputs
set_output_delay [expr $clk_period * $clk_io_pct] -clock clk0 [all_outputs]
File: flow/design.v
module ALU #(parameter bus = 4) (input logic [bus-1:0]a,b,input logic [3:0] ALUFUN,CNVZI,output logic [bus-1:0] s,output logic [3:0] CNVZO);
	logic Ci,Ni,Vi,Zi;
	logic Co,No,Vo,Zo;
	assign Ci = CNVZI[3];
	assign CNVZO[3] = Co;
	assign CNVZO[2] = No;
	assign CNVZO[1] = Vo;
	assign CNVZO[0] = Zo;
	logic selrev,selc1,selc,selmov,selnot,selc3;
	logic [1:0] selop;
	ALUController #(bus) _alucontroller(ALUFUN,selrev,selc1,selc,selop,selmov,selnot,selc3);
	logic [bus-1:0] first_and_operand;
	logic [bus-1:0] andout,orout,xorout, notout, addout,c1out;
	logic [bus-1:0] reva,revb;
	Muxr #(bus) _muxand(a,b,selmov,first_and_operand);
	Andr #(bus) _and(first_and_operand,b,andout);
	Orr #(bus) _or(a,c1out,orout);
	Eor #(bus) _eor(a,b,xorout);
	reverser #(bus) _reverser(a,b,selrev,reva,revb);
	logic [bus-1:0] c1flagout;
	multiout #(bus) _c1flag(selc1,c1flagout);
	Eor #(bus) _c1comp(revb,c1flagout,c1out);
	logic [bus-1:0] opout;
	Muxr4 #(bus) _muxrop(andout,orout,xorout,addout,selop,opout);
	Muxr  #(bus) _muxrout(opout,c1out,selnot,s);
	logic cout1,cout;
	logic [bus-1:0] sumouttmp,cparamext;
	Adder #(bus) _adder1(reva,c1out,selc1,sumouttmp,cout1);
	Adder #(bus) _adder2(sumouttmp,cparamext,selc,addout,cout);
	logic [bus-1:0] zeroext;
	logic third_add_operand;
	Muxr  #(1) _muxradd_third_operand(0,Ci,selc3,third_add_operand);
	ZeroExtension #(bus,1) _ext(third_add_operand,zeroext);
	logic [bus-1:0] c1flagout2;
	multiout #(bus) _c1flag2(selc3,c1flagout2);
	Eor #(bus) _c1comp2(zeroext,c1flagout2,cparamext);
	logic arithmetic_operation;
	assign arithmetic_operation = selop[0]& selop[1];
	assign Co = cout & arithmetic_operation;
	assign Zo = ~| s;
	assign No = s[bus-1] & arithmetic_operation;
	assign Vo = arithmetic_operation & ~(reva[bus-1] ^ revb[bus-1]) & (reva[bus-1] ^ s[bus-1]) & ~ selc1;
endmodule
module ALUController #(parameter bus = 32) (input logic [3:0] ALUFUN,output logic selrev,selc1,selc,output logic [1:0]selop,output logic selmov,selnot,selc3);
	logic A,B,C,D;
	assign A = ALUFUN[3];
	assign B = ALUFUN[2];
	assign C = ALUFUN[1];
	assign D = ALUFUN[0];
	assign selrev = ~A & C & D ;
	assign selc1 = C & ( ~A | ~D | B);
	assign selmov = A & B & ~C & D;
	assign selnot = A & B & C & D;
	assign selc3 = ~A & B & C;
	assign selc = A & B & (C | D );
	assign selop[0] = (~B & C) | (B & (~A | ~D));
	assign selop[1] = (~B & (D | C)) | (~A & B);
endmodule
module Adder #(bus_size = 4)
	(input logic[bus_size-1:0] a,b,input logic cin,
	output logic[bus_size-1:0] s,output logic carryout);
	logic[bus_size:0] cout;
	assign cout[0]  = cin;
	assign carryout = cout[bus_size];
	genvar i;
	generate 
		for (i = 0; i < bus_size; i = i+1) begin:forloop
			BitAdder addr(a[i],b[i],cout[i], s[i],cout[i+1]);
		end
	endgenerate
endmodule
module Andr #(parameter bus = 32) (input logic [bus-1:0]a,b,output logic [bus-1:0] s);
	assign s = a & b;
endmodule
module BitAdder (input logic a,b,cin, output logic s,cout);
	assign s = (a ^ b)^cin;
	assign cout = (a&b) | (cin & (a ^ b));
endmodule
module Eor #(parameter bus = 32) (input logic [bus-1:0]a,b,output logic [bus-1:0] s);
	assign s = a ^ b;
endmodule
module Muxr #(parameter bus = 32) (input logic [bus-1:0] a,b,input sel,output logic [bus-1:0] s);
	assign s = sel? b:a;
endmodule
module Muxr4 #(parameter bus = 32) (input logic [bus-1:0] a,b,c,d,input[1:0] sel,output logic [bus-1:0] s);
	logic [bus-1:0] tmp1,tmp2;
	assign tmp1 = sel[0]?d:c;
	assign tmp2 = sel[0]?b:a;
	assign s = sel[1]? tmp1:tmp2;
endmodule
module Orr #(parameter bus = 32) (input logic [bus-1:0]a,b,output logic [bus-1:0] s);
	assign s = a | b;
endmodule
module ZeroExtension #(parameter bus = 32, parameter inputsize = 1) (input logic [inputsize-1:0]a,output logic [bus-1:0] s);
	logic[bus-1-inputsize:0] concat;
	logic zero;
	assign zero = 0;
	multiout #(bus-inputsize) _ext(zero,concat);
	assign s = {concat,a};
endmodule
module multiout #(parameter bus = 32) (input logic a,output logic [bus-1:0] s);
	genvar i;
	generate 
		for (i = 0; i < bus; i = i+1) begin:forloop
			assign s[i] = a;
		end
	endgenerate
endmodule
module reverser #(parameter bus = 32) (input logic [bus-1:0]a,b,input logic sel,output logic [bus-1:0] aout,bout);
	assign bout = sel? a : b;
	assign aout = sel? b : a;
endmodule
==> design notes <==
The flow ran to the end, and the final reports show no timing, DRC or antenna violations. For the final routed database, the setup TNS stands at 0 ns. The HPWL after detailed placement was 1937 um. In the synthesized netlist, mux cells make up 2.443% of the area. With the register area at 0 um2, the antenna diode count is 0. The total of buffers placed on input and output ports came out at 21.

The xor-xnor portion of the synthesized cell area was 5.344%; the internal power was 0.00003517 W. The run gives 0% as the part of the total power dissipated in sequential elements. The area taken by multi-input combinational cells is reported as 679.4 um2. Looking at area per cell type in the netlist, the leader is fa_1. The power density normalized to cell area is 66.59 mW/mm2, and the via count of the first global-routing pass is 755. The switching component of the power was 0.00003424 W; the global-route wire length before repair was 3877 um. The global routing report lists combined usage of all routing layers as 4.512%. Cell with the largest stage delay on the worst path: clkdlybuf4s50_1. The run gives 6.945 um2 for the synthesized area per cell. Looking at the power breakdown, the clock network takes 0% of the total. In this run, the combinational gates consume 100.0% of the power. Looking at the critical path, the highest net fanout was 16. The netlist area before placement is 819.5 um2.

After Yosys synthesis, AND-OR and OR-AND compound gates account for 32.67% of the synthesized area. The number of warnings in the stage logs works out to 35. With the post-synthesis cell type count at 39, the average wire length per cell after detail routing is 11.34 um. For this run, the share of the core covered by cells in the final layout is 16.41%. The report lists the cells along the critical path as clkdlybuf4s50_1 -> nand2_1 -> nand2_1 -> a21oi_1 -> a21oi_1 -> a211o_1 -> fa_1 -> fa_1 -> inv_1 -> fa_1 -> fa_1 -> nor2_1 -> a31oi_1 -> a22oi_2 -> or3_1 -> a21oi_1 -> clkdlybuf4s50_1.

The final report lists the setup-violating endpoint count as 0. The maximum clock rate was 120.3 MHz. The overall die width came out at 101 um.

Clock tree buffer count of the final layout: 0. The run gives 17 for the maximum number of pins on one net before global-route repair. By area the synthesized netlist is led by fa_1 15%, a21oi_1 6.1%, nor2_1 5.0%.

The number of DRC markers after the initial detailed-route iteration is 64. The most numerous cell on the critical path was fa_1. The number of cells upsized or downsized after cts is 0. Looking at the setup timing report, the critical path kind is in2out. Per the OpenROAD floorplan log, the height of the die is 101 um. For this run, the chip area from Yosys synthesis comes to 819.5 um2. The final hold violation count recorded for this run is 0.

According to the I/O placement log, the pin count is 24. Setup slack after placement: 0.8054 ns. Per the detail_route report, the via count comes to 837. Yosys shows that the main logic family after synthesis is AND-OR/OR-AND gates.

The tools report the post-route antenna net violation count as 0. The leakage component of the power was reported as 0.3799 nW. Sequential cells placed in the final layout were counted as 0. The worst setup path is launched from an input pin. The worst setup path is captured at a primary output. The final power report lists total power as 0.00006941 W. After synthesis, the design contains 118 cells according to Yosys.

The chip occupies 0.01020 mm2. Across all checked pins, the minimum headroom to the slew limit is 62.77%. The initial antenna violation count is 0. At the pin with the least slew margin, the transition time is 0.5566 ns. Per the detailed-route log, wirelength across all metal layers totals 2337 um. The run reported a max-capacitance violation count of 0. The data required time reported for the critical path is 7.28 ns.

Switching power as a fraction of the total was reported as 49.33%. The final timing summary puts the cycle share of the worst path at 91.35%. According to the hold report, the worst path is of the in2out type. After Yosys synthesis, and, or, nand and nor cells account for 26.56% of the synthesized area. In this run the standard cell core region covers 0.006350 mm2.

For reference, full adder, half adder and majority cells occupy 15.88% of the area reported after synthesis. Setup repair after global routing left no endpoint under its margin. Pins over their slew limit in the final report were tallied at 0. Looking at the post-CTS report, the setup buffer insertion count equals 0.

The gate family responsible for the most delay along the worst path is adder cells. The run gives 6.49 ns for the arrival time of data at the critical path endpoint. The synthesis run shows the most used standard cells to be 11 x nor2_1, 10 x a21oi_1, 9 x inv_1, 8 x nand2_1, 8 x o21ai_0. The area added between synthesis and finish came out at 27.18%.

The tools report the final-layout fill cell count as 698. With the delay of the slowest cell on the worst path at 0.69 ns, the number of buffers and inverters on the critical path is 3. For the sequential area share after synthesis, the log shows 0%. Of the cells placed in the final design, the portion with a size suffix greater than 1 is 4.651%.

The script parses the final routing iteration and logs DRC violations as 0. The first TritonRoute pass finished after 4 iterations. Once the floorplan was initialized, standard cells occupied 12.91% of the core. The time the worst path needs with I/O delays and setup came out at 8.313 ns. The synthesized design devotes to its leading area cell type 14.66% of total area. The logs give 1 for the total of warnings raised by yosys and 118 for the synthesized netlist cell count. The hold-fix buffer count after cts was 0; the routed via count divided by cell count was 4.063. The cell with the most instances after synthesis is nor2_1.

Recorded from the global router log, the overflow total was 0. The critical path in the final layout is reported with a setup slack of 0.7868 ns. The final estimated routing congestion in global placement was 0.8208; the worst ir drop on vdd was 0.00002735 V. The report lists the number of standard-cell rows as 29.
==> metal layers <==
layer  track usage (%)  up-vias  routed length (um)
li1                  -      442                   -
met1             7.193      372                1239
met2             6.339       23                 933
met3            0.9702        0                 163
met4                 0        0                   0
met5                 0        -                   0
==> cell usage in the layout (no fill, tap or decap), drive strengths merged, types with 3 or more instances in the layout <==
| cell | Yosys | final |
|---|---|---|
| xnor2 | 4 | 4 |
| nor3 | 3 | 3 |
| a22oi | 4 | 4 |
| nor2 | 11 | 11 |
| a31oi | 4 | 4 |
| a21oi | 10 | 10 |
| clkdlybuf4s50 | 0 | 21 |
| fa | 6 | 6 |
| nor2b | 4 | 4 |
| buf | 10 | 3 |
| inv | 9 | 9 |
| nand2 | 8 | 8 |
| o21ai | 8 | 8 |
| nand2b | 5 | 5 |
==> cell families after synthesis <==
kind of cell	count (synthesis)
simple gates	42
compound gates	40
buf+inv	22
fa+ha+maj	7
xor+xnor	5
mux	2
==> power by group through the flow <==
stage / combinational, W / sequential [W] / clock [W]
CTS: 0.0000699 / 0 / 0
global route: 0.0000798 / 0 / 0
finish: 0.0000694 / 0 / 0
==> metrics by stage <==
stage / std cells / hold slack, ns / area (um2)
global placement: 206 / 4.700 / 1042
finish: 206 / 4.704 / 1042
global route: 206 / 4.773 / 1042
CTS: 206 / 4.717 / 1042
detailed placement: 206 / 4.709 / 1042
floorplan: 118 / 3.821 / 819.5
==> tightest hold or removal path, cell delays in order <==
cell,delay [ns]
clkdlybuf4s50_1,0.49
nand3_1,0.10
a21oi_1,0.06
clkdlybuf4s50_1,0.41
==> final cells by class <==
type,count,area share (%)
Tap cell,77,9.244
Multi-Input combinational cell,96,65.19
Timing Repair Buffer,24,22.33
Inverter,9,3.241
==> final timing paths <==
| kind | start | to | slack, ns | cells after the start |
|---|---|---|---|---|
| min | b[3] | CNVZO[1] | 4.70 | 4 |
| max | ALUFUN[1] | CNVZO[1] | 0.79 | 17 |
No activity file was given, so power comes from the tool's default toggle rates.

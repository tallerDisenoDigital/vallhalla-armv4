**config.mk**
```make
export PLATFORM = sky130hd
export DESIGN_NAME = Unitcontrol
export DESIGN_NICKNAME = Unitcontrol
export VERILOG_FILES = /design/flow/design.v
export SDC_FILE = /design/flow/constraint.sdc
export NUM_CORES = 4
export LEC_CHECK = 1
export CORE_AREA = 10 10 70 70
export DIE_AREA = 0 0 80 80
```
**constraint.sdc**
```tcl
current_design Unitcontrol

set clk_period 1.5
set clk_io_pct 0.2

create_clock -name clk0 -period $clk_period

set non_clock_inputs [all_inputs -no_clocks]
set_input_delay [expr $clk_period * $clk_io_pct] -clock clk0 $non_clock_inputs
set_output_delay [expr $clk_period * $clk_io_pct] -clock clk0 [all_outputs]
```
**design.v**
```verilog
module CondController(input logic [3:0] CNVZI, sel, output logic s);
	logic C,N,V,Z;
	assign C = CNVZI[3];
	assign N = CNVZI[2];
	assign V = CNVZI[1];
	assign Z = CNVZI[0];
	logic EQ,NE,CS,CC,MI,PL,VS,VC,HI,LS,GE,LT,GT,LE,AL;
	assign EQ = Z;
	assign NE = ~Z;
	assign CS = C;
	assign CC = ~C;
	assign MI = N;
	assign PL = ~N;
	assign VS = V;
	assign VC = ~V;
	assign HI = NE & CS;
	assign LS = EQ | CC;
	assign GE = ~LT;
	assign LT = N^V;
	assign GT = GE & NE;
	assign LE = ~GT;
	assign AL = 1;
	Muxr16 #(1) _flagselector(EQ,NE,CS,CC,MI,PL,VS,VC,HI,LS,GE,LT,GT,LE,AL,AL,sel,s);
endmodule
module Muxr16 #(parameter bus = 32) (input logic [bus-1:0] a,b,c,d,e,f,g,h,i,j,k,l,m,n,o,p,input[3:0] sel,output logic [bus-1:0] s);
	always @*
	case (sel) 
	4'b0000:
		s = a;
	4'b0001:
		s = b;
	4'b0010:
		s = c;
	4'b0011:
		s = d;
	4'b0100:
		s = e;
	4'b0101:
		s = f;
	4'b0110:
		s = g;
	4'b0111:
		s = h;
	4'b1000:
		s = i;
	4'b1001:
		s = j;
	4'b1010:
		s = k;
	4'b1011:
		s = l;
	4'b1100:
		s = m;
	4'b1101:
		s = n;
	4'b1110:
		s = o;
	4'b1111:
		s = p;
	endcase
endmodule
module Muxr4 #(parameter bus = 32) (input logic [bus-1:0] a,b,c,d,input[1:0] sel,output logic [bus-1:0] s);
	logic [bus-1:0] tmp1,tmp2;
	assign tmp1 = sel[0]?d:c;
	assign tmp2 = sel[0]?b:a;
	assign s = sel[1]? tmp1:tmp2;
endmodule
module Unitcontrol #(parameter bus = 4) 
	(
	input logic reset,
	input logic [1:0] sh,
	input logic [1:0] CNVZI,
	input logic shift_type,
	input logic [3:0] cond,
	input logic [5:0] funct,
	input logic [1:0] op,
	input logic [3:0] rd, 
	input logic [4:0] shamt5,
	output logic [1:0]
		SELSHIFTER,
	output logic
		SELSHIFT,CPSR_WE,
		SELOPERANDB,
		WE, RE, CSEL,
		MEM_OP_TYPE,MEM_MODIF,
	output logic [3:0]
		ALUFUN,
	output logic [1:0]
		SHIFTFUN,
	output logic
		ROTTYPE,
		MRE, MWE,
		SELBL,
		SELDESTPC,
		SELPC,
		SELBRANCHDIR,
	output logic [1:0]	
		SELWB 
		);
		logic L_branch_instruction;
		logic I_data_processing;
		assign I_data_processing = funct[5];		
		assign SELSHIFTER[0] = ~op[0] & (I_data_processing | shift_type);
		assign SELSHIFTER[1] = ~op[0] & I_data_processing;
		assign SELSHIFT = SELSHIFTER[1];
		assign ROTTYPE = | shamt5;
		assign SHIFTFUN[1] = (sh[1] & ~I_data_processing)  | (~op[1] & ~op[0] & I_data_processing);
 		assign SHIFTFUN[0] = (sh[0] & ~I_data_processing)  | (~op[1] & ~op[0] & I_data_processing);
		logic I_mem_instruction;
		assign I_mem_instruction = funct[5];
		assign SELOPERANDB = ~(op[0] & ~I_mem_instruction);
		logic [1:0] ALUOP;
		logic U_mem_instruction;
		assign U_mem_instruction = funct[3];
		assign ALUOP[1] = op[0];
		assign ALUOP[0] = U_mem_instruction;
		Muxr4 #(4) _alufunction(funct[4:1],funct[4:1],4'b0010,4'b0100, ALUOP,ALUFUN);
		assign CSEL = op[0];
		logic L_mem_instruction;
		assign L_mem_instruction = funct[0];
		assign MEM_OP_TYPE = L_mem_instruction;
		logic B_mem_instruction;
		assign B_mem_instruction = funct[2];
		assign MEM_MODIF = B_mem_instruction;
		assign SELWB[1] = op[1] & L_branch_instruction;
		assign SELWB[0] = (~op[0] & funct[4] & funct[3] & ~funct[2] & funct[1] & ~I_data_processing & ~op[0]) | SELWB[1];
		logic is_RD_equal_to_PC;
		assign is_RD_equal_to_PC = & rd;
		assign L_branch_instruction = funct[4];
		assign SELBL = op[1] & L_branch_instruction;
		logic condflag;
		CondController _cond_controller(CNVZI,cond,condflag);
		assign RE = ~op[1];
		assign WE = (((~op[1] & ~op[0] & ~is_RD_equal_to_PC & condflag) | (~op[1] & op[0] & L_mem_instruction & ~is_RD_equal_to_PC & condflag)) | (SELBL & condflag));
		assign SELBRANCHDIR = op[1] & condflag;
		logic  memop;
		assign memop=  ~op[1] & op[0];
		assign MRE = memop & L_mem_instruction;
		assign MWE = memop & ~L_mem_instruction;
		assign SELPC = ((~op[1] & ~op[0]) | MRE) & is_RD_equal_to_PC & condflag;
		assign SELDESTPC = op[0];
		logic S_data_processing;
		assign S_data_processing = funct[0];
		assign CPSR_WE = S_data_processing & ~op[0]& ~op[1];
endmodule
```
**run.sh**
```bash
#!/bin/bash
# OpenROAD 26Q1-2900-gdf79404cd8, Yosys 0.63+post, stock flow scripts
make -C /OpenROAD-flow-scripts/flow DESIGN_CONFIG=/design/flow/config.mk WORK_HOME=/design/flow/orfs finish
```
==> node_exporter_impl.prom <==
# HELP chip_impl_metric Implementation results
# TYPE chip_impl_metric gauge
chip_impl_info{name="outcome",value="finished with violations"} 1
chip_impl_info{name="failing_checks",value="setup timing"} 1
chip_impl_metric{name="grt_pass1_wl",unit="um"} 2820
chip_impl_metric{name="delay_of_the_slowest_cell_on_the_worst_path",unit="ns"} 0.36
chip_impl_metric{name="final_critical_path_setup_slack",unit="ns"} -0.178
chip_impl_metric{name="net_sw_power",unit="mW"} 0.0618
chip_impl_metric{name="final_wirelength",unit="um"} 1780
chip_impl_metric{name="detailedPlacementHpwl",unit="um"} 1550
chip_impl_info{name="cp_cell_sequence",value="buf_6 > buf_6 > or3b_4 > a21boi_2 > o32ai_2 > and3_1 > buf_2"} 1
chip_impl_metric{name="timing.final.hold_violations",unit=""} 0
chip_impl_metric{name="worst_ep_required_time",unit="ns"} 1.20
chip_impl_metric{name="finalCritPeriodShare",unit=""} 1.12
chip_impl_metric{name="insertedDiodeCount",unit=""} 0
chip_impl_metric{name="die-area",unit="um2"} 6400
chip_impl_info{name="yosys-top-cells-area",value="sky130_fd_sc_hd__buf_4 (17%), sky130_fd_sc_hd__nor2b_1 (7.9%), sky130_fd_sc_hd__and3_1 (5.9%)"} 1
chip_impl_metric{name="flops",unit=""} 0
chip_impl_info{name="synth.cells.most_frequent",value="sky130_fd_sc_hd__buf_4 (7), sky130_fd_sc_hd__inv_1 (5), sky130_fd_sc_hd__nor2_1 (4), sky130_fd_sc_hd__nor2b_1 (4)"} 1
chip_impl_metric{name="grt_max_degree",unit=""} 7
chip_impl_metric{name="pleak",unit="nW"} 0.477
chip_impl_metric{name="yosysTopAreaCellShare",unit=""} 0.165
chip_impl_metric{name="gp_congestion",unit=""} 0.697
chip_impl_metric{name="vias_in_the_first_global_route",unit=""} 592
chip_impl_metric{name="drtIter0Drc",unit=""} 8
chip_impl_metric{name="layout-drive-gt1-share",unit=""} 0.394
chip_impl_metric{name="finalSetupViolCount",unit=""} 3
chip_impl_metric{name="synth.yosys.num_cells",unit=""} 49
chip_impl_metric{name="ioPinCount",unit=""} 52
chip_impl_metric{name="ys_seq_share",unit=""} 0
chip_impl_metric{name="ys_chip_area",unit="um2"} 318
chip_impl_metric{name="post-route-min-period",unit="ns"} 1.68
chip_impl_metric{name="post_synth_num_cell_types",unit=""} 25
chip_impl_metric{name="internal_power",unit="mW"} 0.146
chip_impl_metric{name="ys_warn_count",unit=""} 2
chip_impl_metric{name="upper_clock_frequency_limit",unit="MHz"} 596
chip_impl_metric{name="drc_errors",unit=""} 0
chip_impl_metric{name="layout.clock_buffers",unit=""} 0
chip_impl_metric{name="hold_buffers",unit=""} 0
chip_impl_metric{name="maxCapViolCount",unit=""} 0
chip_impl_metric{name="via_count",unit=""} 541
chip_impl_metric{name="floorplan.die.height",unit="um"} 80
chip_impl_metric{name="area.sequential",unit="um2"} 0
chip_impl_metric{name="drt_first_pass_iters",unit=""} 2
chip_impl_metric{name="critPathMaxFanout",unit=""} 3
chip_impl_metric{name="slew_viol_final",unit=""} 0
chip_impl_info{name="post-synth-top-count-cell",value="sky130_fd_sc_hd__buf_4"} 1
chip_impl_metric{name="critPathArrivalTime",unit="ns"} 1.38
chip_impl_metric{name="placement.io_buffers",unit=""} 51
chip_impl_metric{name="chipWidth",unit="um"} 80
chip_impl_metric{name="max-slew-margin-rel",unit=""} 0.829
chip_impl_metric{name="core_area",unit="um2"} 3420
chip_impl_metric{name="antenna_violations_before_repair",unit=""} 0
chip_impl_metric{name="power.density",unit="nW/um2"} 223
chip_impl_metric{name="sw_frac_of_total",unit=""} 0.297
chip_impl_metric{name="syn_area",unit="um2"} 318
chip_impl_metric{name="log.warning_count",unit=""} 35
chip_impl_metric{name="placement.setup.worst_slack",unit="ns"} -0.958
chip_impl_info{name="timing.critical_path.mode_cell",value="sky130_fd_sc_hd__buf_6"} 1
chip_impl_info{name="crit_path_end_kind",value="primary output"} 1
chip_impl_info{name="yosysTopAreaCell",value="sky130_fd_sc_hd__buf_4"} 1
chip_impl_metric{name="nFillCells",unit=""} 378
chip_impl_metric{name="netlist_instances",unit=""} 49
chip_impl_info{name="grt_setup_unrepaired",value="true"} 1
chip_impl_metric{name="power_frac_seq",unit=""} 0
chip_impl_metric{name="drtAntennaViolNets",unit=""} 0
chip_impl_info{name="holdCritPathClass",value="in2out"} 1
chip_impl_metric{name="synthToLayoutAreaGrowth",unit="%"} 194
chip_impl_metric{name="synth_area_per_cell",unit="um2"} 6.49
chip_impl_metric{name="vdd_drop_max",unit="mV"} 0.0755
chip_impl_metric{name="final_core_utilization",unit=""} 0.273
chip_impl_metric{name="gr-usage-all-layers",unit=""} 0.0522
chip_impl_metric{name="fp-utilization",unit=""} 0.0930
chip_impl_metric{name="power.clock.fraction",unit=""} 0
chip_impl_info{name="timing_worst_setup_path_type",value="in2out"} 1
chip_impl_metric{name="tightest_slew",unit="ns"} 0.257
chip_impl_metric{name="aggregate_global_routing_overflow",unit=""} 0
chip_impl_info{name="worst_path_max_delay_cell",value="sky130_fd_sc_hd__or3b_4"} 1
chip_impl_metric{name="vias_per_instance",unit=""} 3.61
chip_impl_metric{name="core.rowCount",unit=""} 21
chip_impl_metric{name="comb_power_share",unit=""} 1.000
chip_impl_info{name="setup.worst_path.start_class",value="input port"} 1
chip_impl_metric{name="wire_per_inst",unit="um"} 11.9
-- worst paths after layout --
| check | from | to | slack, ns | cells after the start |
|---|---|---|---|---|
| setup / recovery | CNVZI[1] | SELPC | -0.18 | 7 |
| hold / removal | op[1] | CPSR_WE | 0.90 | 3 |
-- critical path: cells and delay by family --
kind	cells	cell delay, ns
AND/OR/NAND/NOR	2	0.52
buffers and inverters	3	0.31
AND-OR/OR-AND	2	0.25
-- routing by layer --
layer  GRT usage  share of wire
met1      0.0692           0.41
met2      0.0827           0.47
met5           0              0
met4           0              0
met3      0.0205           0.12
-- power by group through the flow --
stage,sequential [mW],combinational (mW),clock [mW]
global route,0,0.229,0
finish,0,0.208,0
CTS,0,0.211,0
-- per-stage QoR --
stage / power [mW] / std cells / area (um2) / hold WS, ns / TNS [ns]
2_1_floorplan: 0.0519 / 49 / 318 / 0.617 / 0
3_3_place_gp: 0.214 / 148 / 905 / 1.47 / -10.62
3_5_place_dp: 0.215 / 148 / 905 / 1.47 / -10.74
4_1_cts: 0.211 / 151 / 926 / 0.904 / -0.630
5_1_grt: 0.229 / 150 / 933 / 0.942 / -0.640
6_report: 0.208 / 150 / 933 / 0.896 / -0.475
-- layout by cell type (no fill, tap or decap), drive strengths merged, types with 2 or more instances in the layout --
cell type and instances:
clkdlybuf4s15 2, o21ai 3, a21boi 2, nor3 3, inv 5, and3 3
clkdlybuf4s50 16, nor2b 4, dlygate4sd2 17, dlymetal6s2s 3, o21a 2, buf 25
nor2 4, and2 2, nand2 2
-- logic make-up (layout without fill, tap and decap cells) --
group	count (synthesis)	count (layout)	share of synthesized area
AND/OR/NAND/NOR	25	25	0.488
buffers and inverters	13	68	0.236
AND-OR/OR-AND	9	9	0.209
multiplexers	2	2	0.0669
-- repair_timing --
action	CTS	global route
pin swaps	10	5
resized	90	11
endpoints found under the setup margin	25	9
buffers inserted	3	0
-- cell type report --
type               instances  area (um2)  area share
well taps                 46        57.6      0.0617
inverters                  5        18.8      0.0201
multi-input cells         36         285       0.306
repair buffers            63         572       0.613
Power figures rest on the tool's default switching activity, not on a simulated workload.
